`flow/design.v`:
```
module AXI4Lite_Arbiter(
  input          clock,
  input          reset,
  output         io_in1_readAddr_ready,
  input          io_in1_readAddr_valid,
  input  [63:0]  io_in1_readAddr_bits_addr,
  input  [2:0]   io_in1_readAddr_bits_prot,
  input          io_in1_readData_ready,
  output         io_in1_readData_valid,
  output [127:0] io_in1_readData_bits_data,
  output [1:0]   io_in1_readData_bits_resp,
  output         io_in1_writeAddr_ready,
  input          io_in1_writeAddr_valid,
  input  [63:0]  io_in1_writeAddr_bits_addr,
  input  [2:0]   io_in1_writeAddr_bits_prot,
  output         io_in1_writeData_ready,
  input          io_in1_writeData_valid,
  input  [127:0] io_in1_writeData_bits_data,
  input  [15:0]  io_in1_writeData_bits_strb,
  input          io_in1_writeResp_ready,
  output         io_in1_writeResp_valid,
  output [1:0]   io_in1_writeResp_bits,
  input          io_in2_readAddr_valid,
  input  [63:0]  io_in2_readAddr_bits_addr,
  input          io_in2_readData_ready,
  output         io_in2_readData_valid,
  output [127:0] io_in2_readData_bits_data,
  output         io_in2_writeAddr_ready,
  input          io_in2_writeAddr_valid,
  input  [63:0]  io_in2_writeAddr_bits_addr,
  output         io_in2_writeData_ready,
  input          io_in2_writeData_valid,
  input  [127:0] io_in2_writeData_bits_data,
  input  [15:0]  io_in2_writeData_bits_strb,
  input          io_in2_writeResp_ready,
  output         io_in2_writeResp_valid,
  input          io_out_readAddr_ready,
  output         io_out_readAddr_valid,
  output [63:0]  io_out_readAddr_bits_addr,
  output [2:0]   io_out_readAddr_bits_prot,
  output         io_out_readData_ready,
  input          io_out_readData_valid,
  input  [127:0] io_out_readData_bits_data,
  input  [1:0]   io_out_readData_bits_resp,
  input          io_out_writeAddr_ready,
  output         io_out_writeAddr_valid,
  output [63:0]  io_out_writeAddr_bits_addr,
  output [2:0]   io_out_writeAddr_bits_prot,
  input          io_out_writeData_ready,
  output         io_out_writeData_valid,
  output [127:0] io_out_writeData_bits_data,
  output [15:0]  io_out_writeData_bits_strb,
  output         io_out_writeResp_ready,
  input          io_out_writeResp_valid,
  input  [1:0]   io_out_writeResp_bits
);
  reg [1:0] state;  
  wire  in1Request = io_in1_writeAddr_valid | io_in1_readAddr_valid;  
  wire  in2Request = io_in2_writeAddr_valid | io_in2_readAddr_valid;  
  wire  in1done = io_in1_writeResp_valid & io_in1_writeResp_ready | io_in1_readData_valid & io_in1_readData_ready;  
  wire  in2done = io_in2_writeResp_valid & io_in2_writeResp_ready | io_in2_readData_valid & io_in2_readData_ready;  
  wire  _state_T = state == 2'h0;  
  wire  _state_T_1 = state == 2'h0 & in1Request;  
  wire  _state_T_2 = state == 2'h0 & in1Request & in2Request;  
  wire  _state_T_5 = ~in2Request;  
  wire  _state_T_6 = _state_T_1 & ~in2Request;  
  wire  _state_T_10 = _state_T & ~in1Request & in2Request;  
  wire  _state_T_11 = state == 2'h1;  
  wire  _state_T_12 = state == 2'h1 & in1done;  
  wire  _state_T_14 = state == 2'h1 & in1done & _state_T_5;  
  wire  _state_T_17 = _state_T_12 & in2Request;  
  wire  _state_T_18 = state == 2'h2;  
  wire  _state_T_19 = state == 2'h2 & in2done;  
  wire [1:0] _state_T_20 = _state_T_19 ? 2'h0 : state;  
  wire [1:0] _state_T_21 = _state_T_17 ? 2'h2 : _state_T_20;  
  wire [1:0] _state_T_22 = _state_T_14 ? 2'h0 : _state_T_21;  
  wire  _GEN_1 = _state_T_18 & io_in2_readAddr_valid;  
  wire  _GEN_4 = _state_T_18 & io_in2_readData_ready;  
  wire  _GEN_5 = _state_T_18 & io_out_readData_valid;  
  wire  _GEN_8 = _state_T_18 & io_out_writeAddr_ready;  
  wire  _GEN_9 = _state_T_18 & io_in2_writeAddr_valid;  
  wire  _GEN_12 = _state_T_18 & io_out_writeData_ready;  
  wire  _GEN_13 = _state_T_18 & io_in2_writeData_valid;  
  wire  _GEN_16 = _state_T_18 & io_in2_writeResp_ready;  
  wire  _GEN_17 = _state_T_18 & io_out_writeResp_valid;  
  wire  _GEN_20 = _state_T_11 & io_out_readAddr_ready;  
  wire  _GEN_21 = _state_T_11 ? io_in1_readAddr_valid : _GEN_1;  
  wire  _GEN_24 = _state_T_11 ? io_in1_readData_ready : _GEN_4;  
  wire  _GEN_25 = _state_T_11 & io_out_readData_valid;  
  wire  _GEN_28 = _state_T_11 & io_out_writeAddr_ready;  
  wire  _GEN_29 = _state_T_11 ? io_in1_writeAddr_valid : _GEN_9;  
  wire  _GEN_32 = _state_T_11 & io_out_writeData_ready;  
  wire  _GEN_33 = _state_T_11 ? io_in1_writeData_valid : _GEN_13;  
  wire  _GEN_36 = _state_T_11 ? io_in1_writeResp_ready : _GEN_16;  
  wire  _GEN_37 = _state_T_11 & io_out_writeResp_valid;  
  wire  _GEN_40 = _state_T_11 ? 1'h0 : _GEN_17;  
  wire  _GEN_41 = _state_T_11 ? 1'h0 : _GEN_12;  
  wire  _GEN_42 = _state_T_11 ? 1'h0 : _GEN_8;  
  wire  _GEN_45 = _state_T_11 ? 1'h0 : _GEN_5;  
  assign io_in1_readAddr_ready = _state_T ? 1'h0 : _GEN_20;  
  assign io_in1_readData_valid = _state_T ? 1'h0 : _GEN_25;  
  assign io_in1_readData_bits_data = io_out_readData_bits_data;  
  assign io_in1_readData_bits_resp = io_out_readData_bits_resp;  
  assign io_in1_writeAddr_ready = _state_T ? 1'h0 : _GEN_28;  
  assign io_in1_writeData_ready = _state_T ? 1'h0 : _GEN_32;  
  assign io_in1_writeResp_valid = _state_T ? 1'h0 : _GEN_37;  
  assign io_in1_writeResp_bits = io_out_writeResp_bits;  
  assign io_in2_readData_valid = _state_T ? 1'h0 : _GEN_45;  
  assign io_in2_readData_bits_data = io_out_readData_bits_data;  
  assign io_in2_writeAddr_ready = _state_T ? 1'h0 : _GEN_42;  
  assign io_in2_writeData_ready = _state_T ? 1'h0 : _GEN_41;  
  assign io_in2_writeResp_valid = _state_T ? 1'h0 : _GEN_40;  
  assign io_out_readAddr_valid = _state_T ? 1'h0 : _GEN_21;  
  assign io_out_readAddr_bits_addr = _state_T_11 ? io_in1_readAddr_bits_addr : io_in2_readAddr_bits_addr;  
  assign io_out_readAddr_bits_prot = _state_T_11 ? io_in1_readAddr_bits_prot : 3'h0;  
  assign io_out_readData_ready = _state_T ? 1'h0 : _GEN_24;  
  assign io_out_writeAddr_valid = _state_T ? 1'h0 : _GEN_29;  
  assign io_out_writeAddr_bits_addr = _state_T_11 ? io_in1_writeAddr_bits_addr : io_in2_writeAddr_bits_addr;  
  assign io_out_writeAddr_bits_prot = _state_T_11 ? io_in1_writeAddr_bits_prot : 3'h0;  
  assign io_out_writeData_valid = _state_T ? 1'h0 : _GEN_33;  
  assign io_out_writeData_bits_data = _state_T_11 ? io_in1_writeData_bits_data : io_in2_writeData_bits_data;  
  assign io_out_writeData_bits_strb = _state_T_11 ? io_in1_writeData_bits_strb : io_in2_writeData_bits_strb;  
  assign io_out_writeResp_ready = _state_T ? 1'h0 : _GEN_36;  
  always @(posedge clock) begin
    if (reset) begin  
      state <= 2'h0;  
    end else if (_state_T_2) begin  
      state <= 2'h2;
    end else if (_state_T_6) begin  
      state <= 2'h1;
    end else if (_state_T_10) begin  
      state <= 2'h2;
    end else begin
      state <= _state_T_22;
    end
  end
endmodule
```
`flow/run.sh`:
```
#!/bin/bash
# OpenROAD 26Q1-2900-gdf79404cd8, Yosys 0.63+post, stock flow scripts
make -C /OpenROAD-flow-scripts/flow DESIGN_CONFIG=/design/flow/config.mk WORK_HOME=/design/flow/orfs finish
```
`flow/config.mk`:
```
export PLATFORM = sky130hd
export DESIGN_NAME = AXI4Lite_Arbiter
export DESIGN_NICKNAME = AXI4Lite_Arbiter
export VERILOG_FILES = /design/flow/design.v
export SDC_FILE = /design/flow/constraint.sdc
export NUM_CORES = 4
export LEC_CHECK = 1
export CORE_AREA = 10 10 480 480
export DIE_AREA = 0 0 490 490
```
`flow/constraint.sdc`:
```
current_design AXI4Lite_Arbiter

set clk_period 15.4
set clk_io_pct 0.2

create_clock -name clk0 -period $clk_period [get_ports {clock}]

set non_clock_inputs [all_inputs -no_clocks]
set_input_delay [expr $clk_period * $clk_io_pct] -clock clk0 $non_clock_inputs
set_output_delay [expr $clk_period * $clk_io_pct] -clock clk0 [all_outputs]
```
==> flow_summary.ini <==
; implementation run metrics
[outcome]
run_status = complete, no violations

[final_timing]
hold-worst-slack_ns = 0.626
max_slew_margin_pct = 35.6
finalCritPeriodShare_pct = 52.3
worst_pin_slew_ns = 0.963
report.final.hold_viol_count = 0
rsz0062_at_grt = no
fmax_mhz = 124
post_route_skew_ns = 0.00143
finalSetupViolCount = 0
setup_total_negative_slack_ns = 0
period_minus_slack_ns = 8.05
finalMaxSlewViolations = 0

[clock_network]
holdBufCountCts = 0
cts.sink_count = 3
cts_setup_buffers = 0
root_buffer = clkbuf_16
tritoncts = built
cts_repair_resize_count = 0
worst_skew_pair.late_latency_ns = 0.22
clk_pin_slew_worst_paths_ns = 0.03
htree_num_levels = 1
cts_max_path_buffers = 2
numCtsBuffers = 3

[logic_synthesis]
yosys.stat.seqShare_pct = 1.04
post_synth_num_cell_types = 25
syn-instance-count = 614
per_instance_average_area_after_synthesis_sq_um = 9.43
edf_count = 0
dominantRegCellSynth = dfxtp_1
yosys_area_sq_um = 5790
mappedNetlistArea_sq_um = 5790
ys_top_cells_by_count = 260 x buf_4, 251 x mux2_2, 29 x buf_6
synth_top_cell_by_area = mux2_2
top_cell = buf_4
synth-async-reset-ratio_pct = 0
yosys-stat-cells = 614
netlist_top_cells_area = mux2_2 49%, buf_4 34%, buf_6 5.6%
area_fraction_of_the_dominant_cell_type_after_synthesis_pct = 48.8
numSynthFlops = 3
yosys_warnings = 1

[detailed_routing]
route.final.wire_length_microns = 195000
routedWlPerCell_microns = 46.8
vias = 8576
drt_pre_antenna_iters = 4
first_iter_violations = 414
viasPerCell = 2.06
remaining_drc_errors = 0
antenna_left = 0

[power]
switching_share_pct = 35.4
internal_power_w = 0.000333
total_leakage_power_nw = 4.63
p_sw_w = 0.000183
power.density_nw_per_um2 = 32.3
share_comb_of_total_power_pct = 89.3
irDropWorstVdd_uv = 33.6
clock_power_share_pct = 8.1
share_seq_of_total_power_pct = 2.7

[finish]
num-fill-cells = 25657
largest_register_ff_count = 3
post_route_cell_area_sq_um = 16000
drive_above_1_share_pct = 24.0
logic_area_sq_um = 3430
area.sequential_sq_um = 65.1
regMostFlops = state
syn_to_final_growth_pct = 176
layout_top_registers = state (3)

[flow_run]
drv_cap = 0
warning_count = 25

[floorplanning]
io_pins = 1251
floorplan.die.height_microns = 490
floorplan.rows = 172
core_util_floorplan_pct = 2.63
core_area_sq_um = 220000
die_w_microns = 490
dieArea_sq_um = 240000

[critical_path]
critical_path.max_fanout = 2
endpoint_kind = output pin
timing.setup.critical_path_class = input pin to output pin
worstPathArrival_ns = 4.97
critical_path.reg2reg.startpoint = state[2]
timing.critical_path.from_type = input pin
critPathLaunch = io_in2_writeAddr_valid
worstPathRequired_ns = 12.32

[min_path]
hold_path.startpoint = state[1]
hold_path_class = register to register

[grt]
grt.total_usage_pct = 15.8
overflow = 0
grt_pass1_wl_microns = 215000
grt_max_degree = 67
number_of_antenna_violations_at_the_first_check_in_global_routing = 267
vias_in_the_first_global_route = 8007

[place]
place_hpwl_microns = 190000
place_congestion = 1.03
buffer_ports.inserted = 858
placedInstanceArea_sq_um = 15800
## worst max-delay path, stage by stage
cell	delay, ns
clkdlybuf4s50_1	0.80
a22oi_1	0.13
nor2_1	0.14
clkdlybuf4s50_1	0.80
## routing by layer
metal  vias up  global-route usage (%)  part of all wire [%]  routed length [microns]
met5         -                       0                  0.34                      662
met4       102                    1.18                   2.0                     3880
met3       480                    16.6                    24                    46500
met2      1387                    26.3                    46                    90500
met1      3562                    13.5                    27                    53600
li1       3045                       -                     -                        -
## final cells by class
cell class              instances  area share (%)
repair buffers                865            54.1
well taps                    2958            23.2
flip-flops and latches          3           0.407
inverters                       2          0.0470
diodes                         20           0.313
multi-input cells             315            21.5
clock buffers                   4           0.494
## cell families (layout without fill, tap and decap cells)
group                  Yosys count  in the layout  share of synthesized area, %
AND-OR/OR-AND                   17             17                          2.36
buffers and inverters          296            871                          39.9
flip-flops                       3              3                          1.04
multiplexers                   272            272                          54.2
other                            0             20                             0
AND/OR/NAND/NOR                 26             26                          2.51
## through the flow
step	power [W]	instances	worst slack, ns	utilization [%]
3_3_place_gp	0.000492	4143	7.21	7.21
4_1_cts	0.000538	4147	7.30	7.25
5_1_grt	0.000548	4153	7.26	7.25
2_1_floorplan	0.000139	614	8.99	-
3_5_place_dp	0.000492	4143	7.31	7.21
6_report	0.000515	4167	7.35	7.27
## power by group through the flow
stage / Clock, W / Sequential (W) / Combinational, W
final: 0.0000415 / 0.0000137 / 0.000460
after global routing: 0.0000430 / 0.0000144 / 0.000491
after CTS: 0.0000416 / 0.0000144 / 0.000482
## placed cells by master (no fill, tap or decap)
cell type	n
mux2_2	251
clkbuf_1	1
mux2_1	1
a22o_1	2
nand2b_1	1
a221oi_2	1
o32ai_1	1
and2_1	12
dfxtp_2	1
a21oi_1	1
nor2b_1	1
o21ai_0	2
clkbuf_16	3
mux2_4	20
inv_1	2
a311o_1	1
a22oi_1	5
a21bo_1	1
nor2b_4	1
clkdlybuf4s50_1	858
nor2_1	7
o21a_1	1
and3_1	4
dfxtp_4	1
buf_4	7
a32oi_1	1
diode_2	20
dfxtp_1	1
a31oi_1	1
## worst paths after layout
kind | endpoint | slack, ns | cells past startpoint
max | io_out_writeAddr_valid | 7.35 | 4
min | state[1] | 0.63 | 3
max reg2reg | state[1] | 13.46 | 3
min reg2reg | state[1] | 0.63 | 3
Power is estimated from default activity; no workload was simulated.
